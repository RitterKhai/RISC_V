**flow/run.sh**
```bash
#!/bin/bash
# OpenROAD 26Q1-2900-gdf79404cd8, Yosys 0.63+post, stock flow scripts
make -C /OpenROAD-flow-scripts/flow DESIGN_CONFIG=/design/flow/config.mk WORK_HOME=/design/flow/orfs finish
```
**flow/config.mk**
```make
export PLATFORM = sky130hd
export DESIGN_NAME = compare_32bit
export DESIGN_NICKNAME = compare_32bit
export VERILOG_FILES = /design/flow/design.v
export SDC_FILE = /design/flow/constraint.sdc
export NUM_CORES = 4
export LEC_CHECK = 1
export CORE_AREA = 10 10 79 79
export DIE_AREA = 0 0 89 89
```
**flow/constraint.sdc**
```tcl
current_design compare_32bit

set clk_period 4.0
set clk_io_pct 0.2

create_clock -name clk0 -period $clk_period

set non_clock_inputs [all_inputs -no_clocks]
set_input_delay [expr $clk_period * $clk_io_pct] -clock clk0 $non_clock_inputs
set_output_delay [expr $clk_period * $clk_io_pct] -clock clk0 [all_outputs]
```
**flow/design.v**
```verilog
module compare_1bit (
   input  logic a,
   input  logic b,
   output logic eq,
   output logic lt,
   output logic gt
);
assign eq = a~^b;
assign gt = a&(~b);
assign lt = (~a)&b;
endmodule
module compare_32bit (
   input  logic [W-1:0] a,
   input  logic [W-1:0] b,
   output logic         eq,
   output logic         gt,
   output logic         lt
);
parameter W = 32;
logic [W-1:0] eq_temp;
logic [W-1:0] gt_temp;
logic [W-1:0] lt_temp;
assign eq = eq_temp[0] &
            eq_temp[1] &
            eq_temp[2] &
            eq_temp[3] &
            eq_temp[4] &
            eq_temp[5] &
            eq_temp[6] &
            eq_temp[7] &
            eq_temp[8] &
            eq_temp[9] &
            eq_temp[10]&
            eq_temp[11]&
	    eq_temp[12]&
	    eq_temp[13]&
	    eq_temp[14]&
	    eq_temp[15]&
	    eq_temp[16]&
	    eq_temp[17]&
	    eq_temp[18]&
	    eq_temp[19]&
	    eq_temp[20]&
	    eq_temp[21]&
	    eq_temp[22]&
	    eq_temp[23]&
	    eq_temp[24]&
	    eq_temp[25]&
	    eq_temp[26]&
	    eq_temp[27]&
	    eq_temp[28]&
	    eq_temp[29]&
	    eq_temp[30]&
	    eq_temp[31];    
assign gt = gt_temp[31]| 
            (eq_temp[31]&gt_temp[30])|
	    (eq_temp[31]&eq_temp[30]&gt_temp[29])|
	    (eq_temp[31]&eq_temp[30]&eq_temp[29]&gt_temp[28])| 
	    (eq_temp[31]&eq_temp[30]&eq_temp[29]&eq_temp[28]&gt_temp[27])|
            (eq_temp[31]&eq_temp[30]&eq_temp[29]&eq_temp[28]&eq_temp[27]&gt_temp[26])|
	    (eq_temp[31]&eq_temp[30]&eq_temp[29]&eq_temp[28]&eq_temp[27]&eq_temp[26]&gt_temp[25])|
	    (eq_temp[31]&eq_temp[30]&eq_temp[29]&eq_temp[28]&eq_temp[27]&eq_temp[26]&eq_temp[25]&gt_temp[24])|
	    (eq_temp[31]&eq_temp[30]&eq_temp[29]&eq_temp[28]&eq_temp[27]&eq_temp[26]&eq_temp[25]&eq_temp[24]&gt_temp[23])|
	    (eq_temp[31]&eq_temp[30]&eq_temp[29]&eq_temp[28]&eq_temp[27]&eq_temp[26]&eq_temp[25]&eq_temp[24]&eq_temp[23]&gt_temp[22])|
	    (eq_temp[31]&eq_temp[30]&eq_temp[29]&eq_temp[28]&eq_temp[27]&eq_temp[26]&eq_temp[25]&eq_temp[24]&eq_temp[23]&eq_temp[22]&gt_temp[21])|
	    (eq_temp[31]&eq_temp[30]&eq_temp[29]&eq_temp[28]&eq_temp[27]&eq_temp[26]&eq_temp[25]&eq_temp[24]&eq_temp[23]&eq_temp[22]&eq_temp[21]&gt_temp[20])|
	    (eq_temp[31]&eq_temp[30]&eq_temp[29]&eq_temp[28]&eq_temp[27]&eq_temp[26]&eq_temp[25]&eq_temp[24]&eq_temp[23]&eq_temp[22]&eq_temp[21]&eq_temp[20]&gt_temp[19])|
	    (eq_temp[31]&eq_temp[30]&eq_temp[29]&eq_temp[28]&eq_temp[27]&eq_temp[26]&eq_temp[25]&eq_temp[24]&eq_temp[23]&eq_temp[22]&eq_temp[21]&eq_temp[20]&eq_temp[19]&gt_temp[18])|
	    (eq_temp[31]&eq_temp[30]&eq_temp[29]&eq_temp[28]&eq_temp[27]&eq_temp[26]&eq_temp[25]&eq_temp[24]&eq_temp[23]&eq_temp[22]&eq_temp[21]&eq_temp[20]&eq_temp[19]&eq_temp[18]&gt_temp[17])|
	    (eq_temp[31]&eq_temp[30]&eq_temp[29]&eq_temp[28]&eq_temp[27]&eq_temp[26]&eq_temp[25]&eq_temp[24]&eq_temp[23]&eq_temp[22]&eq_temp[21]&eq_temp[20]&eq_temp[19]&eq_temp[18]&eq_temp[17]&gt_temp[16])|
	    (eq_temp[31]&eq_temp[30]&eq_temp[29]&eq_temp[28]&eq_temp[27]&eq_temp[26]&eq_temp[25]&eq_temp[24]&eq_temp[23]&eq_temp[22]&eq_temp[21]&eq_temp[20]&eq_temp[19]&eq_temp[18]&eq_temp[17]&eq_temp[16]&gt_temp[15])|
            (eq_temp[31]&eq_temp[30]&eq_temp[29]&eq_temp[28]&eq_temp[27]&eq_temp[26]&eq_temp[25]&eq_temp[24]&eq_temp[23]&eq_temp[22]&eq_temp[21]&eq_temp[20]&eq_temp[19]&eq_temp[18]&eq_temp[17]&eq_temp[16]&eq_temp[15]&gt_temp[14])|
	    (eq_temp[31]&eq_temp[30]&eq_temp[29]&eq_temp[28]&eq_temp[27]&eq_temp[26]&eq_temp[25]&eq_temp[24]&eq_temp[23]&eq_temp[22]&eq_temp[21]&eq_temp[20]&eq_temp[19]&eq_temp[18]&eq_temp[17]&eq_temp[16]&eq_temp[15]&eq_temp[14]&gt_temp[13])|
	    (eq_temp[31]&eq_temp[30]&eq_temp[29]&eq_temp[28]&eq_temp[27]&eq_temp[26]&eq_temp[25]&eq_temp[24]&eq_temp[23]&eq_temp[22]&eq_temp[21]&eq_temp[20]&eq_temp[19]&eq_temp[18]&eq_temp[17]&eq_temp[16]&eq_temp[15]&eq_temp[14]&eq_temp[13]&gt_temp[12])|
	    (eq_temp[31]&eq_temp[30]&eq_temp[29]&eq_temp[28]&eq_temp[27]&eq_temp[26]&eq_temp[25]&eq_temp[24]&eq_temp[23]&eq_temp[22]&eq_temp[21]&eq_temp[20]&eq_temp[19]&eq_temp[18]&eq_temp[17]&eq_temp[16]&eq_temp[15]&eq_temp[14]&eq_temp[13]&eq_temp[12]&gt_temp[11])|
	    (eq_temp[31]&eq_temp[30]&eq_temp[29]&eq_temp[28]&eq_temp[27]&eq_temp[26]&eq_temp[25]&eq_temp[24]&eq_temp[23]&eq_temp[22]&eq_temp[21]&eq_temp[20]&eq_temp[19]&eq_temp[18]&eq_temp[17]&eq_temp[16]&eq_temp[15]&eq_temp[14]&eq_temp[13]&eq_temp[12]&eq_temp[11]&gt_temp[10])|
            (eq_temp[31]&eq_temp[30]&eq_temp[29]&eq_temp[28]&eq_temp[27]&eq_temp[26]&eq_temp[25]&eq_temp[24]&eq_temp[23]&eq_temp[22]&eq_temp[21]&eq_temp[20]&eq_temp[19]&eq_temp[18]&eq_temp[17]&eq_temp[16]&eq_temp[15]&eq_temp[14]&eq_temp[13]&eq_temp[12]&eq_temp[11]&eq_temp[10]&gt_temp[9])|
	    (eq_temp[31]&eq_temp[30]&eq_temp[29]&eq_temp[28]&eq_temp[27]&eq_temp[26]&eq_temp[25]&eq_temp[24]&eq_temp[23]&eq_temp[22]&eq_temp[21]&eq_temp[20]&eq_temp[19]&eq_temp[18]&eq_temp[17]&eq_temp[16]&eq_temp[15]&eq_temp[14]&eq_temp[13]&eq_temp[12]&eq_temp[11]&eq_temp[10]&eq_temp[9]&gt_temp[8])|
            (eq_temp[31]&eq_temp[30]&eq_temp[29]&eq_temp[28]&eq_temp[27]&eq_temp[26]&eq_temp[25]&eq_temp[24]&eq_temp[23]&eq_temp[22]&eq_temp[21]&eq_temp[20]&eq_temp[19]&eq_temp[18]&eq_temp[17]&eq_temp[16]&eq_temp[15]&eq_temp[14]&eq_temp[13]&eq_temp[12]&eq_temp[11]&eq_temp[10]&eq_temp[9]&eq_temp[8]&gt_temp[7])|
            (eq_temp[31]&eq_temp[30]&eq_temp[29]&eq_temp[28]&eq_temp[27]&eq_temp[26]&eq_temp[25]&eq_temp[24]&eq_temp[23]&eq_temp[22]&eq_temp[21]&eq_temp[20]&eq_temp[19]&eq_temp[18]&eq_temp[17]&eq_temp[16]&eq_temp[15]&eq_temp[14]&eq_temp[13]&eq_temp[12]&eq_temp[11]&eq_temp[10]&eq_temp[9]&eq_temp[8]&eq_temp[7]&gt_temp[6])|
            (eq_temp[31]&eq_temp[30]&eq_temp[29]&eq_temp[28]&eq_temp[27]&eq_temp[26]&eq_temp[25]&eq_temp[24]&eq_temp[23]&eq_temp[22]&eq_temp[21]&eq_temp[20]&eq_temp[19]&eq_temp[18]&eq_temp[17]&eq_temp[16]&eq_temp[15]&eq_temp[14]&eq_temp[13]&eq_temp[12]&eq_temp[11]&eq_temp[10]&eq_temp[9]&eq_temp[8]&eq_temp[7]&eq_temp[6]&gt_temp[5])|
            (eq_temp[31]&eq_temp[30]&eq_temp[29]&eq_temp[28]&eq_temp[27]&eq_temp[26]&eq_temp[25]&eq_temp[24]&eq_temp[23]&eq_temp[22]&eq_temp[21]&eq_temp[20]&eq_temp[19]&eq_temp[18]&eq_temp[17]&eq_temp[16]&eq_temp[15]&eq_temp[14]&eq_temp[13]&eq_temp[12]&eq_temp[11]&eq_temp[10]&eq_temp[9]&eq_temp[8]&eq_temp[7]&eq_temp[6]&eq_temp[5]&gt_temp[4])|	
            (eq_temp[31]&eq_temp[30]&eq_temp[29]&eq_temp[28]&eq_temp[27]&eq_temp[26]&eq_temp[25]&eq_temp[24]&eq_temp[23]&eq_temp[22]&eq_temp[21]&eq_temp[20]&eq_temp[19]&eq_temp[18]&eq_temp[17]&eq_temp[16]&eq_temp[15]&eq_temp[14]&eq_temp[13]&eq_temp[12]&eq_temp[11]&eq_temp[10]&eq_temp[9]&eq_temp[8]&eq_temp[7]&eq_temp[6]&eq_temp[5]&eq_temp[4]&gt_temp[3])|
            (eq_temp[31]&eq_temp[30]&eq_temp[29]&eq_temp[28]&eq_temp[27]&eq_temp[26]&eq_temp[25]&eq_temp[24]&eq_temp[23]&eq_temp[22]&eq_temp[21]&eq_temp[20]&eq_temp[19]&eq_temp[18]&eq_temp[17]&eq_temp[16]&eq_temp[15]&eq_temp[14]&eq_temp[13]&eq_temp[12]&eq_temp[11]&eq_temp[10]&eq_temp[9]&eq_temp[8]&eq_temp[7]&eq_temp[6]&eq_temp[5]&eq_temp[4]&eq_temp[3]&gt_temp[2])|
            (eq_temp[31]&eq_temp[30]&eq_temp[29]&eq_temp[28]&eq_temp[27]&eq_temp[26]&eq_temp[25]&eq_temp[24]&eq_temp[23]&eq_temp[22]&eq_temp[21]&eq_temp[20]&eq_temp[19]&eq_temp[18]&eq_temp[17]&eq_temp[16]&eq_temp[15]&eq_temp[14]&eq_temp[13]&eq_temp[12]&eq_temp[11]&eq_temp[10]&eq_temp[9]&eq_temp[8]&eq_temp[7]&eq_temp[6]&eq_temp[5]&eq_temp[4]&eq_temp[3]&eq_temp[2]&gt_temp[1])|
            (eq_temp[31]&eq_temp[30]&eq_temp[29]&eq_temp[28]&eq_temp[27]&eq_temp[26]&eq_temp[25]&eq_temp[24]&eq_temp[23]&eq_temp[22]&eq_temp[21]&eq_temp[20]&eq_temp[19]&eq_temp[18]&eq_temp[17]&eq_temp[16]&eq_temp[15]&eq_temp[14]&eq_temp[13]&eq_temp[12]&eq_temp[11]&eq_temp[10]&eq_temp[9]&eq_temp[8]&eq_temp[7]&eq_temp[6]&eq_temp[5]&eq_temp[4]&eq_temp[3]&eq_temp[2]&eq_temp[1]&gt_temp[0])  
	    ;
assign lt = ~(eq|gt);
compare_1bit compare_0  (.a(a[0]),  .b(b[0]),  .eq(eq_temp[0]),  .gt(gt_temp[0]),  .lt(lt_temp[0]));
compare_1bit compare_1  (.a(a[1]),  .b(b[1]),  .eq(eq_temp[1]),  .gt(gt_temp[1]),  .lt(lt_temp[1]));
compare_1bit compare_2  (.a(a[2]),  .b(b[2]),  .eq(eq_temp[2]),  .gt(gt_temp[2]),  .lt(lt_temp[2]));
compare_1bit compare_3  (.a(a[3]),  .b(b[3]),  .eq(eq_temp[3]),  .gt(gt_temp[3]),  .lt(lt_temp[3]));
compare_1bit compare_4  (.a(a[4]),  .b(b[4]),  .eq(eq_temp[4]),  .gt(gt_temp[4]),  .lt(lt_temp[4]));
compare_1bit compare_5  (.a(a[5]),  .b(b[5]),  .eq(eq_temp[5]),  .gt(gt_temp[5]),  .lt(lt_temp[5]));
compare_1bit compare_6  (.a(a[6]),  .b(b[6]),  .eq(eq_temp[6]),  .gt(gt_temp[6]),  .lt(lt_temp[6]));
compare_1bit compare_7  (.a(a[7]),  .b(b[7]),  .eq(eq_temp[7]),  .gt(gt_temp[7]),  .lt(lt_temp[7]));
compare_1bit compare_8  (.a(a[8]),  .b(b[8]),  .eq(eq_temp[8]),  .gt(gt_temp[8]),  .lt(lt_temp[8]));
compare_1bit compare_9  (.a(a[9]),  .b(b[9]),  .eq(eq_temp[9]),  .gt(gt_temp[9]),  .lt(lt_temp[9]));
compare_1bit compare_10 (.a(a[10]), .b(b[10]), .eq(eq_temp[10]), .gt(gt_temp[10]), .lt(lt_temp[10]));
compare_1bit compare_11 (.a(a[11]), .b(b[11]), .eq(eq_temp[11]), .gt(gt_temp[11]), .lt(lt_temp[11]));
compare_1bit compare_12 (.a(a[12]), .b(b[12]), .eq(eq_temp[12]), .gt(gt_temp[12]), .lt(lt_temp[12]));
compare_1bit compare_13 (.a(a[13]), .b(b[13]), .eq(eq_temp[13]), .gt(gt_temp[13]), .lt(lt_temp[13]));
compare_1bit compare_14 (.a(a[14]), .b(b[14]), .eq(eq_temp[14]), .gt(gt_temp[14]), .lt(lt_temp[14]));
compare_1bit compare_15 (.a(a[15]), .b(b[15]), .eq(eq_temp[15]), .gt(gt_temp[15]), .lt(lt_temp[15]));
compare_1bit compare_16 (.a(a[16]), .b(b[16]), .eq(eq_temp[16]), .gt(gt_temp[16]), .lt(lt_temp[16]));
compare_1bit compare_17 (.a(a[17]), .b(b[17]), .eq(eq_temp[17]), .gt(gt_temp[17]), .lt(lt_temp[17]));
compare_1bit compare_18 (.a(a[18]), .b(b[18]), .eq(eq_temp[18]), .gt(gt_temp[18]), .lt(lt_temp[18]));
compare_1bit compare_19 (.a(a[19]), .b(b[19]), .eq(eq_temp[19]), .gt(gt_temp[19]), .lt(lt_temp[19]));
compare_1bit compare_20 (.a(a[20]), .b(b[20]), .eq(eq_temp[20]), .gt(gt_temp[20]), .lt(lt_temp[20]));
compare_1bit compare_21 (.a(a[21]), .b(b[21]), .eq(eq_temp[21]), .gt(gt_temp[21]), .lt(lt_temp[21]));
compare_1bit compare_22 (.a(a[22]), .b(b[22]), .eq(eq_temp[22]), .gt(gt_temp[22]), .lt(lt_temp[22]));
compare_1bit compare_23 (.a(a[23]), .b(b[23]), .eq(eq_temp[23]), .gt(gt_temp[23]), .lt(lt_temp[23]));
compare_1bit compare_24 (.a(a[24]), .b(b[24]), .eq(eq_temp[24]), .gt(gt_temp[24]), .lt(lt_temp[24]));
compare_1bit compare_25 (.a(a[25]), .b(b[25]), .eq(eq_temp[25]), .gt(gt_temp[25]), .lt(lt_temp[25]));
compare_1bit compare_26 (.a(a[26]), .b(b[26]), .eq(eq_temp[26]), .gt(gt_temp[26]), .lt(lt_temp[26]));
compare_1bit compare_27 (.a(a[27]), .b(b[27]), .eq(eq_temp[27]), .gt(gt_temp[27]), .lt(lt_temp[27]));
compare_1bit compare_28 (.a(a[28]), .b(b[28]), .eq(eq_temp[28]), .gt(gt_temp[28]), .lt(lt_temp[28]));
compare_1bit compare_29 (.a(a[29]), .b(b[29]), .eq(eq_temp[29]), .gt(gt_temp[29]), .lt(lt_temp[29]));
compare_1bit compare_30 (.a(a[30]), .b(b[30]), .eq(eq_temp[30]), .gt(gt_temp[30]), .lt(lt_temp[30]));
compare_1bit compare_31 (.a(a[31]), .b(b[31]), .eq(eq_temp[31]), .gt(gt_temp[31]), .lt(lt_temp[31]));
endmodule
```
==> flow_results.org <==
#+TITLE: Synthesis and PnR summary

** Die
- Row count :: 25
- Num ports :: between 60 and 70
- According to the floorplan report, the die height is between 80 and 90 um.
- Floorplan die area :: ~0.0079 sq mm
- The floorplan step records an initial core utilization of 18.6%.
- Measured along the x axis, the die boundary spans roughly 90 um.
- Core Region :: 0.00466 sq mm

** Routing
- Wire length on met1 :: 1120 um
- DRT Pass-1 Iters :: 4
- The count of nets left with antenna violations once routing finished came out at 0.
- Routed length per instance :: between 10 and 15 um
- Per the detail_route log, the uppermost layer with routed signals is met3.
- Summed over all layers, the routed wires come to 2660 um.
- Wire segments on met3 add up to 229 um in the final route.
- Remaining design rule violation count :: 0
- 0 antenna diodes ended up in the layout.
- Routed length on met2 :: 1320 um
- The script logs the ratio of routed vias to standard cells as ~4.
- First DRT Iteration DRCs :: 26
- For this block, the via count after detailed routing is 981.

** STA
- In the final report, the number of pins over their slew limit comes to 0.
- Number of failing hold endpoints at the final stage :: 0
- The worst path meets setup with 132 ps of slack.
- Number of setup violations in the final report :: 0
- Post-layout min period :: 3870 ps
- Maximum clock frequency :: 259 MHz
- Relative max-transition margin :: 71.3%
- Period utilization :: 96.7%
- Pin slew with the least headroom to its limit :: 427 ps

** Yosys
- The synthesized netlist occupies a cell area of 868 sq um.
- The synthesized netlist was found by Yosys to have between 100 and 150 cells.
- Share of synthesized area occupied by flip-flops and latches :: 0%
- During synthesis, Yosys emitted a total of 0 warnings.
- Mean Syn Cell Area :: 7.18 sq um
- Cell count after synthesis :: 121
- The stat command in Yosys gives a chip area of 868 sq um.
- In the Yosys stats the netlist draws on 22 distinct library cells.

** Final layout
- The layout has 485 filler cells.
- The layout has 0 clock buffers.
- Flop area :: 0 sq um
- Count of sequential standard cells :: 0
- Area growth from synthesis to layout :: 89.9%
- Once layout is complete, the cells apart from fillers number 243.
- Fraction of final layout cells with drive strength greater than 1 :: 4.23%

** Global routing
- The first global-routing pass estimated 4130 um of wire.
- After global routing the overflow that remains totals 0.
- Antenna violations before repair :: 0
- Global router's overall resource usage :: 6.29%
- Largest net degree at the start of global routing :: 5
- Via count of the first global-routing pass :: ~910

** Worst setup path
- Crit path DRT :: 3200 ps
- STA classifies the critical path startpoint as an input port.
- Arrival time at the worst endpoint :: 3070 ps
- Crit end category :: output port
- Largest driver fanout on the critical path :: 3
- Critical setup path kind :: in2out

** Placed design
- Routability-driven placement congestion ratio :: 0.731
- Count of port buffers added during placement :: around 67
- Setup slack after placement :: -47.0 ps
- Counting tap cells, the placed design contains a total of 243 instances.
- Detailed-placement wirelength estimate :: 2600 um

** Flow run
- OpenROAD warning count :: 32
- Across the run, the number of max-cap violations was 0.

** Pwr
- Across the VDD grid, the largest voltage drop is about 37 uV.
- Overall power :: 149 uW
- Leakage power total :: 0.000828 uW
- Power density cells :: slightly above 90 mW/mm^2

** CTS
- Number of setup buffers added after CTS :: 0

** Min path
- Hold Path Class :: in2out

** Run status
- The flow ran to the end, and the final reports show no timing, DRC or antenna violations.
## placed cells by master (no fill, tap or decap), types with 2 or more instances in the layout
cell / n
clkdlybuf4s50_1: 65
inv_1: 32
ha_1: 30
nand2_1: 10
a21oi_1: 9
nand3_1: 5
nor2_1: 5
o21ai_0: 4
a21o_1: 4
a211oi_1: 3
o211ai_1: 3
and3_1: 2
ha_4: 2
dlymetal6s2s_1: 2
## worst max-delay path, stage by stage
cell             delay (ps)
clkdlybuf4s50_1         460
inv_1                    60
ha_4                    260
nand3_2                  80
or4_4                   560
nor4_4                  180
and3_1                  190
clkdlybuf4s50_1         480
## synth_stat cells (all sizes together), types with 2 or more instances
cell     n  area, sq um
o21ai    5         25.0
a21o     4         30.0
nand3    7         47.6
nand4    2         18.8
ha      32          400
inv     32          120
a211oi   3         22.5
nor2     5         18.8
and3     2         12.5
nand2   10         37.5
o211ai   3         22.5
a21oi    9         45.0
## worst paths after layout
kind | slack, ps | start | cells past startpoint | to
max | 130 | b[21] | 8 | eq
min | 2540 | b[10] | 7 | lt
## layout make-up
cell class / count / area [sq um] / area share, %
inverter: 32 / 120 / 7.28
tap: 54 / 67.6 / 4.10
multi-input combinational: 89 / 778 / 47.2
timing repair buffer: 68 / 683 / 41.4
## kinds of logic after synthesis
logic type,Yosys count,share of synthesized area [%]
AOI/OAI and AO/OA,27,19.5
adders and majority gates,32,46.1
buffers and inverters,32,13.8
and+or+nand+nor,30,20.6
## where the power goes
| part | total, uW | internal (uW) | switching (uW) | leakage (uW) |
|---|---|---|---|---|
| sequential | 0 | 0 | 0 | 0 |
| combinational | 149 | 95.4 | 53.9 | 0.000828 |
| clock | 0 | 0 | 0 | 0 |
## per-layer routing
metal  global-route usage, %  vias to the layer above
met5                       0                        -
met4                       0                        0
met3                    1.56                        0
met2                    11.0                       28
met1                    8.06                      392
li1                        -                      561
## repair_timing
| action | CTS | global route |
|---|---|---|
| pin swaps | 2 | 2 |
| endpoints found under the setup margin | 2 | 2 |
| hold endpoints to repair | 0 | 0 |
| hold buffers | 0 | 0 |
| gates resized | 1 | 4 |
## per-stage QoR
step                util [%]  hold slack [ps]  setup TNS, ps  cell area (sq um)
floorplan                  -             1870              0                868
global placement        34.6             2850          -69.1               1610
detailed placement      34.6             2840          -67.7               1610
CTS                     34.7             2850              0               1620
global route            35.4             2600          -8.37               1650
finish                  35.4             2540              0               1650
No activity file was given, so power comes from the tool's default toggle rates.
