**./run.sh**
```bash
#!/bin/bash
# OpenROAD 26Q1-2900-gdf79404cd8, Yosys 0.63+post, stock flow scripts
make -C /OpenROAD-flow-scripts/flow DESIGN_CONFIG=/design/flow/config.mk WORK_HOME=/design/flow/orfs finish
```
**./config.mk**
```make
export PLATFORM = sky130hd
export DESIGN_NAME = reg_32
export DESIGN_NICKNAME = reg_32
export VERILOG_FILES = /design/flow/design.v
export SDC_FILE = /design/flow/constraint.sdc
export NUM_CORES = 4
export LEC_CHECK = 1
export CORE_UTILIZATION = 50
```
**./constraint.sdc**
```tcl
current_design reg_32

set clk_period 11.6
set clk_io_pct 0.2

create_clock -name clk0 -period $clk_period [get_ports {clk_i}]

set non_clock_inputs [all_inputs -no_clocks]
set_input_delay [expr $clk_period * $clk_io_pct] -clock clk0 $non_clock_inputs
set_output_delay [expr $clk_period * $clk_io_pct] -clock clk0 [all_outputs]
```
**./design.v**
```verilog
module reg_32 (
   input  logic [W-1:0] data_d,
   input  logic [nu_reg-1:0] addr_a,
   input  logic [nu_reg-1:0] addr_b,
   input  logic [nu_reg-1:0] addr_d,
   input  logic clk_i,
   input  logic rst_ni,
   input  logic wr_en_d,
   output logic [W-1:0] data_a,
   output logic [W-1:0] data_b
);
parameter W = 32;
parameter nu_reg = 5;
logic [W-1:0] mem [2**nu_reg-1:0];
always @(posedge clk_i, negedge rst_ni) begin
   if(!rst_ni) begin
      mem[0]  <= 'd0;
      mem[1]  <= 'd0;
      mem[2]  <= 'd0;
      mem[3]  <= 'd0;
      mem[4]  <= 'd0;
      mem[5]  <= 'd0;
      mem[6]  <= 'd0;
      mem[7]  <= 'd0;
      mem[8]  <= 'd0;
      mem[9]  <= 'd0;
      mem[10] <= 'd0;
      mem[11] <= 'd0;
      mem[12] <= 'd0;
      mem[13] <= 'd0;
      mem[14] <= 'd0;
      mem[15] <= 'd0;
      mem[16] <= 'd0;
      mem[17] <= 'd0;
      mem[18] <= 'd0;
      mem[19] <= 'd0;
      mem[20] <= 'd0;
      mem[21] <= 'd0;
      mem[22] <= 'd0;
      mem[23] <= 'd0;
      mem[24] <= 'd0;
      mem[25] <= 'd0;
      mem[26] <= 'd0;
      mem[27] <= 'd0;
      mem[28] <= 'd0;
      mem[29] <= 'd0;
      mem[30] <= 'd0;
      mem[31] <= 'd0;
   end else begin
      if ((wr_en_d == 1) && (addr_d != 0)) begin
         mem[addr_d] <= data_d;
      end	 
   end
end
assign data_a = mem[addr_a];
assign data_b = mem[addr_b];
endmodule
```
==> CHANGELOG.md <==
### Changed

* 1st-iter DRT viols at 6728
* Synth-to-Final Area Change at 13.73%
* Fin worst setup slack at 1.710 ns
* Post-synth EDFFs at 0
* Setup repair after global routing missed its margin: false
* Crit path DRT at 9.28 ns
* TritonCTS Sinks at 1024
* Hold Slack at 0.4035 ns
* Clk latency of the worst-skew pair at 0.72 ns
* WHS Endpoint: mem[0][0]$_DFFE_PN0P_
* Placer Congestion at 1.094
* Run status: complete, no violations
* Resized Gates After CTS at 0
* Clk root buf: clkbuf_16
* Yosys Chip Area at 51570 µm²
* Final period util at 0.8526
* Synth Register Bits at 1024
* Met3 WL post-DR at 53350 µm
* Sequential-to-total area share from yosys stat at 0.4969
* Worst slack, placed at 2.374 ns
* Reg2reg end: mem[6][8]$_DFFE_PN0P_
* Max reg flops at 1024
* Top reg by flops: mem
* Crit-path cells: buf_2, buf_4, buf_4, nand3b_1, nor2_4, buf_4, a22oi_1, nand4_1, nor2_1, a21oi_1, clkdlybuf4s50_1
* Final Slew Violations at 0
* Wire per inst at 48.07 µm
* Delay-heaviest family, CP: buffers and inverters
* Worst clock skew at 0 ns
* Largest regs: mem (1024)
* Worst-case clock buffer depth at 3
* Tool warnings at 46
* Tot GR Track Use at 0.5708
* DRC errors left at 0
* Wire length on met1 at 93200 µm
* Die height at 323.2 µm
* Input/output buffers at 113
* CTS tree: yes
* Worst Hold Depth at 0
* Worst-path fanout max at 31
* Pwr per Cell Area at 175.0 nW/µm²
* Tightest Hold Check Type: reg2reg
* Yosys warning count at 2
* Relative slew slack at 0.1370
* Final WL at 280500 µm
* Async SR Flop Fraction at 1.000
* Final setup violation count at 0
* FF-to-FF setup slack at 10.65 ns
* Total CTS buffers at 110
* Pleak at 25.11 nW
* R2r startpoint: mem[6][8]$_DFFE_PN0P_
* Setup Fix Bufs, Post-CTS at 0
* Max stage delay on crit path at 1.02 ns
* Critical path's most frequent cell: buf_4
* Max-Cap Viols at 0
* Global-route wire length before repair at 380600 µm
* Worst Setup End Kind: output pin
* Post-DP HPWL at 170200 µm
* Vias per inst at 7.990
* H-tree depth at 3
* Hold_sp: mem[0][0]$_DFFE_PN0P_
* Post-layout min period at 9.890 ns
* Pre-antenna DRT Iters at 13
* Max layer used: met5
* # hold bufs at CTS at 0
* Detailed-route via count at 46620
* Worst-path clk slew at 0.06 ns
* WS Path Type: in2out
* Crit path arrival time at 7.57 ns
* Core area at 102000 µm²
* # rows at 117
* Crit path max-delay cell type: nor2_4
* FP Util at 0.5054
* Ports at 114
* Synth Flop Type: dfrtp_1
* Die ar. at 104400 µm²
* Mapped Cells at 4343
* Final hold vios at 0
* Grt total ovfl at 0
* Fill cell count at 8391
* # Cells Yosys at 4343
* Total Negative Setup Slacks at 0 ns
* Die Span X at 323.2 µm
* Final ANT Viol Nets at 0
* Synth Cell Area at 51570 µm²
* Share of cells above drive strength 1 at 0.3462
* Worst-Margin Slew at 1.291 ns
* Type of origin of the critical path: primary input
* Mean Syn Cell Area at 11.87 µm²
* Largest net degree at the start of global routing at 122
* Vias in the first global route at 44920
* Worst r2r path cells at 1
* Initial antenna violation count at 28
* Peak Freq at 101.1 MHz
* Met2 Wirelength at 104400 µm
* Cell variety after synth at 68
* Worst VDD drop at 139.6 µV
* Worst path bufs/invs at 5
Yosys cell counts, types with 11 or more instances:
cell       number  share of area
a2111oi_0      13         0.0022
a21oi_1        65         0.0063
a221oi_1       51         0.0087
a222oi_1       26         0.0050
a22o_1         76          0.013
a22oi_1       652          0.095
a31oi_1        21         0.0025
a32oi_1        29         0.0049
and2_1         11         0.0013
and3_1         16         0.0019
and4_1         15         0.0025
buf_1          52         0.0038
buf_2         161          0.016
buf_4          14         0.0020
clkbuf_1      231          0.017
dfrtp_1      1024           0.50
mux2_2       1002           0.22
mux2i_1        69          0.013
nand2_1       163          0.012
nand2b_1       19         0.0023
nand3_1        49         0.0048
nand4_1       100          0.012
nor2_1        150          0.011
nor2_2         13         0.0016
nor2b_1        26         0.0032
nor3_1         55         0.0053
nor4_1         23         0.0028
o211ai_1       15         0.0022
o21ai_0        29         0.0028
o22a_1         13         0.0022
o22ai_1        11         0.0013
o32a_1         21         0.0041
routing by layer:
layer,track usage,up-vias
met5,0.1278,-
met4,0.3805,60
met3,0.4349,1810
met2,0.6963,4775
met1,0.6843,23170
li1,-,16810
how the worst max path moves through the flow:
| stage | startpoint | endpoint | slack, ns | cells after the start |
|---|---|---|---|---|
| final | addr_b[4] | data_b[31] | 1.71 | 11 |
| after CTS | addr_b[4] | data_b[13] | 2.34 | 11 |
| after global routing | addr_b[4] | data_b[31] | 2.05 | 11 |
layout by cell type, fill, tap and decap left out, types with 22 or more instances in the layout:
| cell type | count |
|---|---|
| dfrtp_1 | 1024 |
| mux2_2 | 1002 |
| a22oi_1 | 652 |
| buf_4 | 229 |
| nand2_1 | 153 |
| clkbuf_16 | 113 |
| clkdlybuf4s50_1 | 102 |
| nand4_1 | 100 |
| nor2_1 | 100 |
| a22o_1 | 76 |
| mux2i_1 | 69 |
| a21oi_1 | 65 |
| nor2_4 | 59 |
| nor3_1 | 53 |
| a221oi_1 | 51 |
| nand3_1 | 49 |
| diode_2 | 39 |
| a32oi_1 | 29 |
| o21ai_0 | 29 |
| a222oi_1 | 26 |
| clkbuf_1 | 26 |
| clkbuf_8 | 24 |
| nor4_1 | 22 |
layout make-up:
| cell class | count | area [µm²] | share of cell area |
|---|---|---|---|
| tap | 1368 | 1712 | 0.02918 |
| inverter | 4 | 15.01 | 0.0002560 |
| multi-input combinational | 2856 | 24500 | 0.4177 |
| clock inverter | 35 | 550.5 | 0.009386 |
| clock buffer | 163 | 3256 | 0.05551 |
| antenna | 39 | 97.59 | 0.001664 |
| sequential | 1024 | 25620 | 0.4369 |
| timing repair buffer | 346 | 2900 | 0.04945 |
where the power goes:
part | switching (mW) | internal, mW
sequential | 0.701 | 4.24
clock | 1.53 | 2.24
combinational | 0.758 | 0.792
total | 2.99 | 7.27
cell families after synthesis:
logic type / Yosys count / share of synthesized area
buffers and inverters: 463 / 0.03865
multiplexers: 1080 / 0.2350
flip-flops: 1024 / 0.4969
AND-OR/OR-AND: 1079 / 0.1598
AND/OR/NAND/NOR: 697 / 0.06968
metrics by stage:
| step | util | cells | power, mW | cell area [µm²] |
|---|---|---|---|---|
| 2_1_floorplan | - | 4343 | 5.604 | 51570 |
| 3_3_place_gp | 0.5366 | 5598 | 6.424 | 54750 |
| 3_5_place_dp | 0.5366 | 5598 | 6.444 | 54750 |
| 4_1_cts | 0.5739 | 5796 | 10.17 | 58550 |
| 5_1_grt | 0.5741 | 5805 | 10.51 | 58580 |
| 6_report | 0.5748 | 5835 | 10.26 | 58650 |
Power is estimated from default activity; no workload was simulated.
